[flow/design.v]
module add     
(
	input wire MAIN_CLK,    
	input wire [31:0] a,
	input wire [31:0] b,
	output wire [31:0] ab
);
reg [7:0] pow_a;
reg [7:0] pow_b;
reg [22:0] val_a;
reg [22:0] val_b;
reg flag_a;
reg flag_b;
reg flag;
reg [24:0] val_max;
reg [24:0] val_min; 
reg [7:0] pow_diff;
reg [7:0] pow_ab1;
reg flag1;
reg [7:0] pow_ab2;
reg [24:0] val_ab1;
reg flag2;
reg [8:0] pow_ab3;
reg [23:0] val_ab2;
reg flag3;
always @(MAIN_CLK )
begin
	flag_a = a[31];    
	flag_b= b[31];
	flag = flag_a^flag_b;
	pow_a = a[30:23];
	pow_b = b[30:23];
	val_a = a[22:0];
	val_b = b[22:0];
	if (flag ) begin 
		if(pow_a > pow_b)    
		begin
			flag1 = flag_a;   
			pow_ab1 = pow_a;
			pow_diff = pow_a - pow_b;
			val_max = {2'b01,val_a};
			val_min = {2'b01,val_b};
		end
	else if(pow_a < pow_b) 
		begin
			flag1 = flag_b;   
			pow_ab1 = pow_b;
			pow_diff = pow_b - pow_a;
			val_max = {2'b01,val_b};
			val_min = {2'b01,val_a};
		end
	else
		begin
			pow_ab1 = pow_a;
			pow_diff = 0;
			if(val_a > val_b)
				begin
					flag1 = flag_a;   
					val_max = {2'b01,val_a};
					val_min = {2'b01,val_b};
				end
			else  
				begin
					flag1 = flag_b;   
					val_max = {2'b01,val_b};
					val_min = {2'b01,val_a};
				end 
		end 
	end
	else begin
		flag1 = flag_a;
	if(pow_a > pow_b)    
		begin
			pow_ab1 = pow_a;
			pow_diff = pow_a - pow_b;
			val_max = {2'b01,val_a};
			val_min = {2'b01,val_b};
		end
	else 
		begin
			pow_ab1 = pow_b;
			pow_diff = pow_b - pow_a;
			val_max = {2'b01,val_b};
			val_min = {2'b01,val_a};
		end
	end
		flag2 = flag1;
	pow_ab2 = pow_ab1;
	if (flag) begin
	case(pow_diff)
		0: begin val_ab1 = val_max - val_min; end
		1: begin val_ab1 = val_max - {1'b0,val_min[24:1]}; end
		2: begin val_ab1 = val_max - {2'b0,val_min[24:2]}; end
		3: begin val_ab1 = val_max - {3'b0,val_min[24:3]}; end
		4: begin val_ab1 = val_max - {4'b0,val_min[24:4]}; end
		5: begin val_ab1 = val_max - {5'b0,val_min[24:5]}; end
		6: begin val_ab1 = val_max - {6'b0,val_min[24:6]}; end
		7: begin val_ab1 = val_max - {7'b0,val_min[24:7]}; end
		8: begin val_ab1 = val_max - {8'b0,val_min[24:8]}; end
		9: begin val_ab1 = val_max - {9'b0,val_min[24:9]}; end
		10: begin val_ab1 = val_max - {10'b0,val_min[24:10]}; end
		11: begin val_ab1 = val_max - {11'b0,val_min[24:11]}; end
		12: begin val_ab1 = val_max - {12'b0,val_min[24:12]}; end
		13: begin val_ab1 = val_max - {13'b0,val_min[24:13]}; end
		14: begin val_ab1 = val_max - {14'b0,val_min[24:14]}; end
		default: begin val_ab1 = val_max; end
	endcase 
	end
	else begin
	case(pow_diff)
		0: begin val_ab1 = val_max + val_min; end
		1: begin val_ab1 = val_max + {1'b0,val_min[24:1]}; end
		2: begin val_ab1 = val_max + {2'b0,val_min[24:2]}; end
		3: begin val_ab1 = val_max + {3'b0,val_min[24:3]}; end
		4: begin val_ab1 = val_max + {4'b0,val_min[24:4]}; end
		5: begin val_ab1 = val_max + {5'b0,val_min[24:5]}; end
		6: begin val_ab1 = val_max + {6'b0,val_min[24:6]}; end
		7: begin val_ab1 = val_max + {7'b0,val_min[24:7]}; end
		8: begin val_ab1 = val_max + {8'b0,val_min[24:8]}; end
		9: begin val_ab1 = val_max + {9'b0,val_min[24:9]}; end
		10: begin val_ab1 = val_max + {10'b0,val_min[24:10]}; end
		11: begin val_ab1 = val_max + {11'b0,val_min[24:11]}; end
		12: begin val_ab1 = val_max + {12'b0,val_min[24:12]}; end
		13: begin val_ab1 = val_max + {13'b0,val_min[24:13]}; end
		14: begin val_ab1 = val_max + {14'b0,val_min[24:14]}; end
		default: begin val_ab1 = val_max; end
	endcase 
	end
	if (flag) begin 
	flag3 = flag2;
	if(val_ab1[23] == 1)    
		begin
			pow_ab3 = pow_ab2;
			val_ab2 = val_ab1[23:0];  
		end
	else if(val_ab1[22] == 1)
		begin
			pow_ab3 = pow_ab2 - 1;
			val_ab2 = {val_ab1[22:0],1'b0};  
		end
	else if(val_ab1[21] == 1)
		begin
			pow_ab3 = pow_ab2 - 2;
			val_ab2 = {val_ab1[21:0],2'b0};  
		end
	else if(val_ab1[20] == 1)
		begin
			pow_ab3 = pow_ab2 - 3;
			val_ab2 = {val_ab1[20:0],3'b0};  
		end
	else if(val_ab1[19] == 1)
		begin
			pow_ab3 = pow_ab2 - 4;
			val_ab2 = {val_ab1[19:0],4'b0};  
		end
	else if(val_ab1[18] == 1)
		begin
			pow_ab3 = pow_ab2 - 5;
			val_ab2 = {val_ab1[18:0],5'b0};  
		end
	else if(val_ab1[17] == 1)
		begin
			pow_ab3 = pow_ab2 - 6;
			val_ab2 = {val_ab1[17:0],6'b0};  
		end
	else if(val_ab1[16] == 1)
		begin
			pow_ab3 = pow_ab2 - 7;
			val_ab2 = {val_ab1[16:0],7'b0};  
		end
	else if(val_ab1[15] == 1)
		begin
			pow_ab3 = pow_ab2 - 8;
			val_ab2 = {val_ab1[15:0],8'b0};  
		end
	else if(val_ab1[14] == 1)
		begin
			pow_ab3 = pow_ab2 - 9;
			val_ab2 = {val_ab1[14:0],9'b0};  
		end
	else if(val_ab1[13] == 1)
		begin
			pow_ab3 = pow_ab2 - 10;
			val_ab2 = {val_ab1[13:0],10'b0};  
		end
	else if(val_ab1[12] == 1)
		begin
			pow_ab3 = pow_ab2 - 11;
			val_ab2 = {val_ab1[12:0],11'b0};  
		end
	else if(val_ab1[11] == 1)
		begin
			pow_ab3 = pow_ab2 - 12;
			val_ab2 = {val_ab1[11:0],12'b0};  
		end
	else if(val_ab1[10] == 1)
		begin
			pow_ab3 = pow_ab2 - 13;
			val_ab2 = {val_ab1[10:0],13'b0};  
		end		
	else
		begin
			pow_ab3 = 0;
			val_ab2 = 0;  
		end 
	end
	else begin
	flag3 = flag2;
	if(val_ab1[24] == 1)    
		begin
			pow_ab3 = pow_ab2 + 1;
			val_ab2 = val_ab1[24:1];  
		end
	else
		begin
			pow_ab3 = pow_ab2;
			val_ab2 = val_ab1[23:0];  
		end 
	end
end
assign ab = flag ?(pow_ab3[8]==1)?{32'h0}:{flag3,pow_ab3[7:0],val_ab2[22:0]} : {flag3,pow_ab3[7:0],val_ab2[22:0]};
endmodule 
[flow/run.sh]
#!/bin/bash
# OpenROAD 26Q1-2900-gdf79404cd8, Yosys 0.63+post, stock flow scripts
make -C /OpenROAD-flow-scripts/flow DESIGN_CONFIG=/design/flow/config.mk WORK_HOME=/design/flow/orfs finish
[flow/config.mk]
export PLATFORM = sky130hd
export DESIGN_NAME = add
export DESIGN_NICKNAME = add
export VERILOG_FILES = /design/flow/design.v
export SDC_FILE = /design/flow/constraint.sdc
export NUM_CORES = 4
export LEC_CHECK = 1
export CORE_UTILIZATION = 50
[flow/constraint.sdc]
current_design add

set clk_period 48.1
set clk_io_pct 0.2

create_clock -name clk0 -period $clk_period

set non_clock_inputs [all_inputs -no_clocks]
set_input_delay [expr $clk_period * $clk_io_pct] -clock clk0 $non_clock_inputs
set_output_delay [expr $clk_period * $clk_io_pct] -clock clk0 [all_outputs]
==> results.py <==
# Flow results
metrics = {
    "final_timing": {
        "worst_slew_pin_slew_ns": 1.077,
        "slew_headroom_pct": 26.32,
        "setup_violation_total_in_the_final_timing_report": 0,
        "finalWorstSetupSlack_ns": 16.99,
        "worst_hold_slack_ns": 20.45,
        "max_freq_mhz": 32.15,
        "fin_tns_setup_ns": 0,
        "report.final.slew_viol_count": 0,
        "min_period_over_period_pct": 64.67,
        "fin_crit_ns": 31.11,
        "hold_viol": 0,
        "setup_repair_after_global_routing_missed_its_margin": "no",
    },
    "finish": {
        "layout_top_cells": "213 x sky130_fd_sc_hd__nor2_1, 204 x sky130_fd_sc_hd__a21oi_1, 177 x sky130_fd_sc_hd__nand2_1",
        "most_instantiated_logic_cell_after_routing": "sky130_fd_sc_hd__nor2_1",
        "flop-count": 0,
        "layout.cell_area.non_filler_sq_um": 15460,
        "final.fill_count": 2833,
        "drive_gt1_share_pct": 6.322,
        "utilization_pct": 55.20,
        "layout.area.seq_sq_um": 0,
        "clk_buffers": 0,
        "logic_area_sq_um": 12980,
        "syn_to_final_growth_pct": 7.434,
    },
    "power": {
        "power.leakage_nw": 6.251,
        "cellPowerDensity_nw_per_um2": 58.83,
        "irDropWorstVdd_v": 0.00004753,
    },
    "grt": {
        "track_usage_pct": 40.05,
        "grt.busiest_layer": "met2",
        "overflow": 0,
        "grtUsageMet2_pct": 60.20,
        "global_route_wire_length_before_repair_mm": 91.47,
        "grt_antenna_before_repair": 0,
        "first_global_vias": 16220,
        "grt_start_max_net_pins": 57,
        "grt_util_met1_pct": 56.64,
        "global_route.usage.met3_pct": 7.121,
    },
    "floorplanning": {
        "dieArea_sq_um": 29470,
        "row_count": 61,
        "placeableCoreArea_sq_um": 28010,
        "dieHeight_microns": 171.7,
        "fp-utilization_pct": 51.38,
        "die_w_microns": 171.7,
        "pin_count": 97,
    },
    "logic_synthesis": {
        "synthDistinctLibCells": 100,
        "ys_seq_share_pct": 0,
        "syn_area_per_cell_sq_um": 6.279,
        "yosys_cells": 2292,
        "cells_after_synthesis": 2292,
        "synthesis.yosys.warnings": 1,
        "synth-area-yosys_sq_um": 14390,
        "post_synth_instance_area_sq_um": 14390,
    },
    "placed_design": {
        "gp_congestion": 1.007,
        "io_buffers": 96,
        "dpl_worst_slack_ns": 17.53,
        "place_area_sq_um": 15460,
        "detailedPlacementHpwl_mm": 43.08,
    },
    "clock_tree": {
        "ctsHoldBuffers": 0,
        "post_cts_setup_repair_bufs": 0,
        "post_cts_resize_count": 0,
    },
    "critical_path": {
        "arrival_ns": 21.49,
        "critPathCaptureType": "output pin",
        "crit_path_frequent_cell": "sky130_fd_sc_hd__buf_4",
        "crit_path_top_delay_cell": "sky130_fd_sc_hd__a2111oi_0",
        "path_max_fanout": 48,
        "slowest_delay_ns": 0.82,
        "worst-setup-path-type": "input port to output pin",
        "start_kind": "input port",
        "worst_ep_required_time_ns": 38.48,
    },
    "job": {
        "warnings": 98,
        "maxCapViolations": 0,
    },
    "routing": {
        "detail_route.wl_per_cell_microns": 22.30,
        "count_of_vias_placed_by_the_detailed_router": 18070,
        "starting_drt_drc_count": 2051,
        "dr.pass1.iters": 6,
        "wirelength_mm": 58.51,
        "drcViolationCount": 0,
        "antennaDiodeCount": 0,
        "routed_via_density": 6.888,
        "antenna_nets_post_route": 0,
    },
    "run_status": {
        "run_status": "finished clean",
    },
    "min_path": {
        "hp-class": "input port to output pin",
    },
}
where the power goes:
part           internal [mW]  total, mW  switching, mW
Combinational          0.329      0.910          0.581
Clock                      0          0              0
Sequential                 0          0              0
Total                  0.329      0.910          0.581
cell type report:
class	instances	share of cell area, %
inverters	171	4.151
well taps	378	3.059
multi-input cells	1925	83.95
repair buffers	150	8.837
through the flow:
stage	cells	power (mW)
after floorplan	2292	0.6312
after global placement	2624	0.8730
after detailed placement	2624	0.8768
after CTS	2624	0.8809
after global routing	2624	0.9829
final	2624	0.9095
layer usage:
metal  up-vias  routed length [microns]
met5         -                        0
met4         0                     2514
met3       218                     6105
met2      1094                    24490
met1      8233                    25390
li1       8528                        -
final timing paths:
kind              depth (start not counted)   from  endpoint  slack [ns]
hold / removal                            4  a[31]    ab[31]       20.45
setup / recovery                         36  b[22]    ab[23]       16.99
logic make-up after synthesis:
kind of cell / share of synthesized area [%]
AOI/OAI and AO/OA: 43.71
xor gates and xnor gates: 5.234
adders and majority gates: 13.53
buffers and inverters: 10.37
muxes: 3.112
and+or+nand+nor: 24.04
worst max-delay path, delay by kind of cell:
kind | cells | cell delay (ns)
fa+ha+maj | 3 | 1.06
compound gates | 15 | 5.10
simple gates | 11 | 3.30
buf+inv | 7 | 2.33
synth_stat cells, types with 14 or more instances:
| master | n | area, sq um |
|---|---|---|
| sky130_fd_sc_hd__or3_1 | 18 | 112.6 |
| sky130_fd_sc_hd__o311ai_0 | 15 | 131.4 |
| sky130_fd_sc_hd__o21a_1 | 19 | 142.6 |
| sky130_fd_sc_hd__nor3_1 | 81 | 405.4 |
| sky130_fd_sc_hd__nor2_1 | 214 | 803.3 |
| sky130_fd_sc_hd__mux2_2 | 23 | 259.0 |
| sky130_fd_sc_hd__and2_1 | 16 | 100.1 |
| sky130_fd_sc_hd__o22ai_1 | 113 | 706.9 |
| sky130_fd_sc_hd__o31ai_1 | 29 | 217.7 |
| sky130_fd_sc_hd__xor2_1 | 14 | 122.6 |
| sky130_fd_sc_hd__nand4_1 | 19 | 118.9 |
| sky130_fd_sc_hd__a21oi_1 | 205 | 1026 |
| sky130_fd_sc_hd__a211oi_1 | 42 | 315.3 |
| sky130_fd_sc_hd__nand2b_1 | 25 | 156.4 |
| sky130_fd_sc_hd__nor2b_1 | 15 | 93.84 |
| sky130_fd_sc_hd__o211ai_1 | 31 | 232.7 |
| sky130_fd_sc_hd__nand3_1 | 59 | 295.3 |
| sky130_fd_sc_hd__a22oi_1 | 19 | 142.6 |
| sky130_fd_sc_hd__clkbuf_1 | 116 | 435.4 |
| sky130_fd_sc_hd__mux2i_1 | 16 | 160.2 |
| sky130_fd_sc_hd__ha_1 | 146 | 1827 |
| sky130_fd_sc_hd__xnor2_1 | 72 | 630.6 |
| sky130_fd_sc_hd__a211o_1 | 15 | 131.4 |
| sky130_fd_sc_hd__nor4_1 | 26 | 162.7 |
| sky130_fd_sc_hd__inv_1 | 167 | 626.9 |
| sky130_fd_sc_hd__a31oi_1 | 25 | 156.4 |
| sky130_fd_sc_hd__buf_2 | 44 | 220.2 |
| sky130_fd_sc_hd__and3_1 | 18 | 112.6 |
| sky130_fd_sc_hd__o221ai_1 | 31 | 271.5 |
| sky130_fd_sc_hd__a221oi_1 | 24 | 210.2 |
| sky130_fd_sc_hd__nand2_1 | 177 | 664.4 |
| sky130_fd_sc_hd__o21ai_0 | 140 | 700.7 |
| sky130_fd_sc_hd__a21o_1 | 46 | 345.3 |
| sky130_fd_sc_hd__buf_1 | 24 | 90.09 |
Power figures rest on the tool's default switching activity, not on a simulated workload.
